### run.sh
#!/bin/bash
# OpenROAD 26Q1-2900-gdf79404cd8, Yosys 0.63+post, stock flow scripts
make -C /OpenROAD-flow-scripts/flow DESIGN_CONFIG=/design/flow/config.mk WORK_HOME=/design/flow/orfs finish
### config.mk
export PLATFORM = sky130hd
export DESIGN_NAME = maq_m
export DESIGN_NICKNAME = maq_m
export VERILOG_FILES = /design/flow/design.v
export SDC_FILE = /design/flow/constraint.sdc
export NUM_CORES = 4
export LEC_CHECK = 1
export CORE_AREA = 10 10 70 70
export DIE_AREA = 0 0 80 80
### constraint.sdc
current_design maq_m

set clk_period 1.5
set clk_io_pct 0.2

create_clock -name clk0 -period $clk_period [get_ports {maqm_clock}]

set non_clock_inputs [all_inputs -no_clocks]
set_input_delay [expr $clk_period * $clk_io_pct] -clock clk0 $non_clock_inputs
set_output_delay [expr $clk_period * $clk_io_pct] -clock clk0 [all_outputs]
### design.v
module maq_m (
    input maqm_reset,
    maqm_clock,
    maqm_enable,
    maqm_incremento,
    output logic [3:0] maqm_lsd,
    output logic [2:0] maqm_msd,
    output logic maqm_incrementahora
);
  always_ff @(posedge maqm_clock) begin
    if (!maqm_reset) begin
      maqm_lsd <= 4'd0;
      maqm_msd <= 3'd0;
      maqm_incrementahora <= 1'd0;
    end else if (maqm_enable && maqm_incremento) begin
      if (maqm_msd == 3'd5 && maqm_lsd == 4'd9) begin
        maqm_incrementahora <= 1'd1;
        maqm_lsd <= 4'd0;
        maqm_msd <= 3'd0;
      end else if (maqm_lsd == 4'd9) begin
        maqm_lsd <= 4'd0;
        maqm_msd <= maqm_msd + 1'd1;
        maqm_incrementahora <= 1'd0;
      end else begin
        maqm_lsd <= maqm_lsd + 1'd1;
        maqm_incrementahora <= 1'd0;
      end
    end else begin
      maqm_incrementahora <= 1'd0;
    end
  end
endmodule
==> impl_metrics.json <==
{
  "ys_sh_aoi_pct": 5.56,
  "fp-row-count": 21,
  "grt_usage_pct": 3.48,
  "crit_slowest_cell": "clkdlybuf4s50_1",
  "start_kind": "flip-flop",
  "r2r-end": "maqm_lsd[2]$_SDFFE_PN0P_",
  "drive_gt1_share_pct": 28.1,
  "path_clk_slew_ps": 50,
  "dr_total_vias": 384,
  "coreArea_sq_um": 3420,
  "syn2layout_area_growth_pct": 53.8,
  "async_flop_share_pct": 0,
  "crit_type": "flip-flop to output port",
  "grt_pass1_vias": 365,
  "min_to": "maqm_msd[0]$_SDFFE_PN0P_",
  "reg2reg_depth": 5,
  "fin_hold_ws_ps": 487,
  "vias_per_cell": 3.49,
  "setup_viol": 0,
  "dr.pass1.iters": 3,
  "fp.dieArea_sq_um": 6400,
  "wl_per_cell_um": 8.99,
  "min-delay-path-class": "flip-flop to flip-flop",
  "top_logic_kind": "simple AND/OR/NAND/NOR gates",
  "slowest_delay_ps": 460,
  "postCtsSetupRepairBufs": 0,
  "cts_buffers": 3,
  "status": "complete, no violations",
  "cp_max_fo": 4,
  "nFillCells": 386,
  "peakVddDrop_mv": 0.239,
  "p_per_area_nw_per_um2": 687,
  "drtIter0Drc": 19,
  "io_pins": 12,
  "fin_util_pct": 19.3,
  "stdcell_count": 110,
  "yosys.stat.chipArea_sq_um": 428,
  "whs_path_depth": 2,
  "r2r_slack_ps": 100,
  "numPortBuffers": 11,
  "design_area_sq_um": 658,
  "postPlaceCellArea_sq_um": 626,
  "synthTopCellsByCount": "dfxtp_1, nand3_1, ha_1, inv_1",
  "fp_util_pct": 12.5,
  "globalRouteOverflowTotal": 0,
  "ys_sh_xor_pct": 4.09,
  "clockRootBuffer": "clkbuf_4",
  "clk_latency_ps": 250,
  "ys.flops": 8,
  "drv_slew": 0,
  "r2r_start": "maqm_lsd[1]$_SDFFE_PN0P_",
  "hold_buffers": 0,
  "synth.top_cell.area_share_pct": 37.4,
  "synthTopCellsByArea": "dfxtp_1, ha_1, nand3_1",
  "synth.area.mux_share_pct": 4.68,
  "synth-warning-count": 1,
  "yosys_cells": 46,
  "ys_seq_share_pct": 37.4,
  "drc": 0,
  "yosysUniqueCellTypes": 22,
  "synth-simple-area-share_pct": 29.5,
  "synth.most_common_cell": "dfxtp_1",
  "n_antenna_cell": 0,
  "cp.required_ps": 1200,
  "min_from": "maqm_msd[0]$_SDFFE_PN0P_",
  "die-height_um": 80,
  "synth_top_cell_by_area": "dfxtp_1",
  "relSlewSlack_pct": 81.6,
  "synthFlopType": "dfxtp_1",
  "finalHoldViolCount": 0,
  "path_delay_family": "buffers and inverters",
  "detail-route-antenna-nets": 0,
  "synthAdderAreaFrac_pct": 11.7,
  "cts.sinks": 8,
  "clockBufferDepth": 2,
  "numPlacedInstances": 107,
  "dp_hpwl_um": 820,
  "finalSetupTns_ps": 0,
  "path_buffers": 2,
  "finalClockPeriodUsage_pct": 96.6,
  "htree_levels": 1,
  "cts_tree": "yes",
  "die_w_um": 80,
  "max-cap-violations": 0,
  "syn_area_per_cell_sq_um": 9.30,
  "grt_max_degree": 12,
  "synth_cells": 46,
  "cp-end-kind": "output port",
  "arrival_ps": 1150,
  "fin_worst_skew_ps": 1.29,
  "antenna_found_initial": 0,
  "syn_area_sq_um": 428,
  "place_congestion": 0.808,
  "warning_count": 27,
  "fmax_ghz": 0.690,
  "tightestPinTransition_ps": 273,
  "leakage_nw": 0.258,
  "edf_count": 0,
  "fin_crit_ps": 1450,
  "cp_cell_sequence": "buf_6 > clkdlybuf4s50_1",
  "grt_pass1_wl_um": 1790,
  "drt_wl_total_um": 989
}
[area by class of cell]
cell class                      count  area, sq um  area share, %
Timing Repair Buffer               17          159           24.1
Clock buffer                        3         22.5           3.42
Sequential cell                     8          166           25.3
Tap cell                           46         57.6           8.75
Multi-Input combinational cell     32          238           36.1
Inverter                            4         15.0           2.28
[where the power goes]
part	switching, mW	total (mW)	internal [mW]
Sequential	0.00633	0.227	0.220
Clock	0.0694	0.161	0.0913
Combinational	0.0235	0.0647	0.0412
[layout by cell type (no fill, tap or decap)]
master / count
clkdlybuf4s50_1: 11
nand3_1: 5
dfxtp_2: 5
buf_4: 5
inv_1: 4
ha_1: 4
nand2_1: 3
nand3b_1: 3
clkbuf_4: 3
dfxtp_1: 3
mux2i_1: 2
xnor2_1: 2
and3_2: 2
nand2_2: 1
nand2b_1: 1
or3_1: 1
nor3_2: 1
o21ai_0: 1
o311ai_0: 1
o21ai_1: 1
nand4_1: 1
or4_1: 1
a21oi_1: 1
and4b_1: 1
buf_6: 1
[tightest hold or removal path, stage by stage (launching register included)]
cell and delay (ps):
dfxtp_2 330, nand2_1 60, mux2i_1 50
[state kept, by name, indices dropped and copies added (netlist names)]
register,flops
maqm_incrementahora,1
maqm_lsd,4
maqm_msd,3
[metal layers]
metal	track usage [%]	share of wire (%)
met1	4.22	43
met4	0.176	0.81
met3	2.27	8.6
met2	5.30	48
met5	0	0
[cells by family (layout without fill, tap and decap cells)]
kind of cell,after synthesis,after routing
simple gates,20,20
flops,8,8
buf+inv,6,24
fa+ha+maj,4,4
compound gates,4,4
xor+xnor,2,2
mux,2,2
[timing repair]
item | 4_1_cts | 5_1_grt
hold endpoints to repair | 0 | 0
gates resized | 0 | 6
endpoints found under the setup margin | 0 | 8
[metrics by stage]
step	setup WS, ps	total power, mW
after floorplan	175	0.252
after global placement	-184	0.293
after detailed placement	-193	0.293
after CTS	9.01	0.456
after global routing	-4.44	0.484
final	51.1	0.452
[worst max-delay path by stage]
stage / from / endpoint / slack, ps / cells after the start
final: maqm_lsd[0]$_SDFFE_PN0P_ / maqm_lsd[0] / 50 / 2
after global routing: maqm_lsd[0]$_SDFFE_PN0P_ / maqm_lsd[0] / -4 / 2
after CTS: maqm_lsd[0]$_SDFFE_PN0P_ / maqm_lsd[0] / 9 / 2
No activity file was given, so power comes from the tool's default toggle rates.
