[flow/run.sh]
#!/bin/bash
# OpenROAD 26Q1-2900-gdf79404cd8, Yosys 0.63+post, stock flow scripts
make -C /OpenROAD-flow-scripts/flow DESIGN_CONFIG=/design/flow/config.mk WORK_HOME=/design/flow/orfs finish
[flow/design.v]
module enable_1hz (
    input enable_clock,
    enable_reset,
    output logic enable_pulseout
);
  logic [25:0] contador;
  always_ff @(posedge enable_clock)
    if (!enable_reset) contador <= 26'd0;
    else if (contador == 26'd49999999) contador <= 26'd0;
    else contador <= contador + 26'd1;
  always_comb enable_pulseout <= (contador == 26'd49999999);
endmodule
[flow/constraint.sdc]
current_design enable_1hz

set clk_period 2.9
set clk_io_pct 0.2

create_clock -name clk0 -period $clk_period [get_ports {enable_clock}]

set non_clock_inputs [all_inputs -no_clocks]
set_input_delay [expr $clk_period * $clk_io_pct] -clock clk0 $non_clock_inputs
set_output_delay [expr $clk_period * $clk_io_pct] -clock clk0 [all_outputs]
[flow/config.mk]
export PLATFORM = sky130hd
export DESIGN_NAME = enable_1hz
export DESIGN_NICKNAME = enable_1hz
export VERILOG_FILES = /design/flow/design.v
export SDC_FILE = /design/flow/constraint.sdc
export NUM_CORES = 4
export LEC_CHECK = 1
export CORE_AREA = 10 10 109 109
export DIE_AREA = 0 0 119 119
==> results.json <==
{
  "switch_share": 0.207,
  "post-dp-hpwl_mm": 1.73,
  "relSlewSlack": 0.658,
  "cp_slowest_stage_delay_ns": 0.47,
  "final-setup-viol-count": 0,
  "dp.cells": 273,
  "tritoncts_buffer_count": 3,
  "result_of_the_run": "completed",
  "setup_slack_ns": 0.453,
  "grt_antenna_before_repair": 0,
  "cts_num_sinks": 26,
  "crit_path_start_kind": "flip-flop",
  "n_antenna_cell": 0,
  "synth_async_sr_flop_share": 0,
  "postCtsHoldBufs": 0,
  "gr-usage-all-layers": 0.0355,
  "critical_path.cell_chain": "ha_1 > and3_2 > nand4_1 > nor2_1 > clkdlybuf4s50_1",
  "seq_area_frac_synth": 0.421,
  "drcViolationCount": 0,
  "initial_utilization": 0.128,
  "synth.avg_cell_area_um2": 8.70,
  "num_vias": 982,
  "top_layer": "met4",
  "post_drt_wl_per_cell_um": 8.89,
  "ys_cells": 142,
  "cts_root_buf": "clkbuf_8",
  "share_comb_of_total_power": 0.023,
  "hold_crit_class": "reg2reg",
  "final.setup_skew_ns": 0.00333,
  "timing.critical_path.buf_inv": 1,
  "largest_register_ffs": 26,
  "worst_setup_path_end_kind": "output port",
  "critPathMaxFanout": 4,
  "drt-vias-per-instance": 3.55,
  "grt_start_max_net_pins": 19,
  "layout_filler_cell_count": 1122,
  "power.ir.vdd_worst_mv": 0.161,
  "synth-main-ff-cell": "dfxtp_1",
  "total_power_uw": 614,
  "fmax_mhz": 409,
  "wire_length_of_the_first_global_routing_pass_mm": 4.31,
  "worst_setup_hold_path_clk_slew_ns": 0.09,
  "drive_above_1_share": 0.0972,
  "wl_met1_mm": 1.28,
  "worstPathArrival_ns": 1.87,
  "tritoncts": "yes",
  "floorplan.die.height_um": 119,
  "intPower_uw": 487,
  "syn_inst": 142,
  "worstSetupPathType": "reg2out",
  "antenna_viol_nets_final": 0,
  "unrepaired_setup_endpoints_after_global_routing": "false",
  "crit_required_ns": 2.32,
  "top_cells_by_area": "dfxtp_1, xnor2_1, nor2_1, a21oi_1, nand3_1",
  "cts_resized": 0,
  "syn-cell-area_um2": 1230,
  "drt-initial-drc-count": 37,
  "yosys.area.top_type_share": 0.421,
  "timing.final.hold_violations": 0,
  "power.switching_uw": 127,
  "met2_wirelength_mm": 1.05,
  "htreeDepth": 1,
  "cts.repair_timing.setup_buffer_count": 0,
  "synthDistinctLibCells": 29,
  "power.density_nw_per_um2": 424,
  "biggestRegsByFlops": "contador x26",
  "core_region_area_um2": 9640,
  "design.die.area_um2": 14200,
  "clock_latency_ns": 0.27,
  "yosysTopAreaCell": "dfxtp_1",
  "tightest_slew_ns": 0.509,
  "tns_ns": 0,
  "yosys.cell_count.top_type": "dfxtp_1",
  "worst_path_max_delay_cell": "clkdlybuf4s50_1",
  "ys_warn_count": 1,
  "area_growth_pct": 17.4,
  "gpl.final_weighted_congestion": 0.766,
  "max-cap-violations": 0,
  "placement.cell_area_um2": 1400,
  "min_period_over_period": 0.844,
  "floorplan.die.width_um": 119,
  "finalWirelength_mm": 2.46,
  "top_cells_by_count": "dfxtp_1, nor2_1, a21oi_1, xnor2_1, nand3_1",
  "edf_count": 0,
  "boundaryPins": 3,
  "detail_route.first_pass.iterations": 4,
  "clock_power_share": 0.382,
  "log.warning_count": 25,
  "met3WireLength_um": 110,
  "leakage_uw": 0.000390,
  "grt_pass1_vias": 931,
  "synth_chip_area_um2": 1230,
  "path_delay_family": "simple AND/OR/NAND/NOR gates",
  "sequential_cell_fraction_of_total_power": 0.595,
  "final_cell_count_no_fill": 277,
  "numPortBuffers": 2,
  "place_ws_ns": 0.733,
  "ys.flops": 26,
  "grt_overflow_total": 0,
  "min_period_ns": 2.45,
  "finalInstanceArea_um2": 1450,
  "cts_buffer_depth": 2,
  "row_count": 36,
  "timing.final.max_slew_violations": 0,
  "top_reg_by_flops": "contador"
}
[power by group through the flow]
stage | logic [uW] | registers [uW] | clock network, uW
global route | 16.3 | 366 | 257
CTS | 14.6 | 365 | 242
finish | 14.4 | 365 | 234
[per-stage QoR]
step	hold slack [ns]	utilization
finish	0.487	0.150
global route	0.525	0.150
global placement	0.475	0.145
floorplan	0.447	-
detailed placement	0.482	0.145
CTS	0.496	0.150
[worst register-to-register path: cells and delay by family (launching register included)]
kind            cells  cell delay, ns
fa+ha+maj           1            0.23
flops               1            0.42
compound gates      1            0.15
simple gates        3            1.31
[layout make-up]
cell class              instances  area, um^2  share of cell area
multi-input cells             107         666               0.459
flip-flops and latches         26         520               0.359
well taps                     133         166               0.115
clock buffers                   4        55.1              0.0380
repair buffers                  3        27.5              0.0190
inverters                       4        15.0              0.0104
[metal layers]
metal / vias to the layer above / GRT usage
met4: 0 / 0.00611
li1: 521 / -
met2: 7 / 0.0522
met1: 450 / 0.0499
met5: - / 0
met3: 4 / 0.0120
[cell usage in the layout (no fill, tap or decap), drive strengths merged, types with 3 or more instances in the layout]
cell type and n:
nand4 6, o21ai 7, inv 4, and3 3, o31ai 5, or3 8
xnor2 10, dfxtp 26, nor4 4, xor2 3, a21oi 11, nand3 10
or4 7, nand2 8, nor2 16, clkbuf 4
[cell families after synthesis]
group,count (synthesis),share of synthesized area
DFF,26,0.421
adders and majority gates,1,0.0101
and+or+nand+nor,70,0.333
xor gates and xnor gates,13,0.0922
AOI/OAI and AO/OA,23,0.103
buffers and inverters,9,0.0395
[path summary, 6_finish.rpt]
kind / depth (start not counted) / startpoint / endpoint / slack [ns]
max: 5 / contador[0] / enable_pulseout / 0.45
min reg2reg: 2 / contador[25] / contador[25] / 0.49
max reg2reg: 5 / contador[0] / contador[22] / 0.73
min: 2 / contador[25] / contador[25] / 0.49
