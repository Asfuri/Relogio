### flow/config.mk
export PLATFORM = sky130hd
export DESIGN_NAME = maq_s
export DESIGN_NICKNAME = maq_s
export VERILOG_FILES = /design/flow/design.v
export SDC_FILE = /design/flow/constraint.sdc
export NUM_CORES = 4
export LEC_CHECK = 1
export CORE_AREA = 10 10 70 70
export DIE_AREA = 0 0 80 80
### flow/constraint.sdc
current_design maq_s

set clk_period 2.5
set clk_io_pct 0.2

create_clock -name clk0 -period $clk_period [get_ports {maqs_clock}]

set non_clock_inputs [all_inputs -no_clocks]
set_input_delay [expr $clk_period * $clk_io_pct] -clock clk0 $non_clock_inputs
set_output_delay [expr $clk_period * $clk_io_pct] -clock clk0 [all_outputs]
### flow/design.v
module maq_s (
    input maqs_reset,
    maqs_clock,
    maqs_enable,
    output logic [3:0] maqs_lsd,
    output logic [2:0] maqs_msd,
    output logic maqs_incrementaminuto
);
  always_ff @(posedge maqs_clock)
    if (!maqs_reset) begin
      maqs_lsd <= 0;
      maqs_msd <= 0;
      maqs_incrementaminuto <= 0;
    end else if (maqs_enable) begin
      if (maqs_msd == 3'd5 && maqs_lsd == 4'd8) begin
        maqs_incrementaminuto <= 1'd1;
        maqs_lsd <= maqs_lsd + 1'd1;
      end else if (maqs_msd == 3'd5 && maqs_lsd == 4'd9) begin
        maqs_incrementaminuto <= 0;
        maqs_lsd <= 0;
        maqs_msd <= 0;
      end else if (maqs_lsd == 4'd9) begin
        maqs_lsd <= 4'd0;
        maqs_msd <= maqs_msd + 1'd1;
      end else begin
        maqs_lsd <= maqs_lsd + 1'd1;
        maqs_incrementaminuto <= 0;
      end
    end
endmodule
### flow/run.sh
#!/bin/bash
# OpenROAD 26Q1-2900-gdf79404cd8, Yosys 0.63+post, stock flow scripts
make -C /OpenROAD-flow-scripts/flow DESIGN_CONFIG=/design/flow/config.mk WORK_HOME=/design/flow/orfs finish
==> changes_impl.md <==
### Metrics

* Cell accounting for the most synthesized area: dfxtp_1
* Tool warning count at 28
* Worst r2r src: maqs_lsd[0]$_SDFFE_PN0P_
* Register area share after synthesis at 35.96%
* DP Area at 595.6 sq um
* Ys async rst share at 0%
* Setup crit end kind: output pin
* GR Util met2 at 3.852%
* IO Pins at 11
* Final Worst Setup Slack at 777.2 ps
* Resized cells post-CTS at 0
* CTS Buf Count at 3
* CTS tree: done
* Layout cell share with drive strength beyond 1 at 6.557%
* Unique masters post-synth at 22
* Core box area at 0.003416 sq mm
* EDFF count, synth at 0
* Initial DRC Count at 53
* Yosys cell count at 49
* DPL Wire Length at 766.1 um
* First drt pass iteration count at 4
* Worst Setup Path Type: reg -> out
* Fmax at 580.4 MHz
* Ys Warns at 1
* Setup crit end: maqs_lsd[0]
* Worst path depth at 1
* Most Crowded Layer GR: met1
* Setup bufs post-CTS at 0
* Sink Count at 8
* Critical path data required time at 2000 ps
* PortBufs at 10
* CTS Hold Bufs at 0
* Worst relative slew slack at 77.38%
* Chip Area at 0.006400 sq mm
* Layout Utilization at 18.10%
* Arr. time, crit path at 1220 ps
* Setup crit start kind: flop
* Fin crit share at 68.91%
* WL/cell at 9.159 um
* Final slew viol count at 0
* Reg2reg setup slack at 1010 ps
* DRT antenna net count at 0
* Flops after synth at 8
* Worst Tran Pin Value at 338.2 ps
* Clock Path Buffers at 2
* Crit path time final at 1723 ps
* Cell row count at 21
* Final instance area at 618.1 sq um
* Max Cap Violations at 0
* Met1 track demand over resource at 4.178%
* Primary FF master, synth: dfxtp_1
* Via count at 377
* Clk slew on worst S/H paths at 50 ps
* Hold_sp: maqs_incrementaminuto$_SDFFE_PN0P_
* Area growth syn-to-layout at 38.76%
* Die width at 80 um
* Placer Congestion at 0.8031
* Synth Instances at 49
* Max IR drop VDD at 187.8 uV
* Pleak at 0.2352 nW
* R2r endpoint: maqs_msd[1]$_SDFFE_PN0P_
* Pwr/cell area at 426.2 mW/mm^2
* Crit path launch: maqs_lsd[0]$_SDFFE_PN0P_
* Setup TNS Final at 0 ps
* Reg2reg path depth at 5
* Total Routing Usage GR at 3.141%
* ANT cells at 0
* Fp_density at 13.04%
* Worst hold-check path type: reg -> reg
* CP delay by family, top: buffers and inverters
* Crit path cell chain: clkdlybuf4s50_1
* # DRC at 0
* Antenna violations before repair at 0
* Final Hold Violating Endpoints at 0
* Dominant cells by area after synthesis: dfxtp_1 36%, ha_1 14%, nand4b_4 5.3%
* Worst path buffer plus inverter count at 1
* DP Worst Slack at 553.7 ps
* CP max stage delay at 520 ps
* Synth Area per Inst at 9.090 sq um
* GRT met3 Usage at 2.841%
* Worst-skew pair later-pin latency at 250 ps
* Setup violations, final at 0
* Outcome: complete, no violations
* Vias in the first global route at 350
* Largest net degree at the start of global routing at 8
* Vias per cell at 3.523
* Area of the mapped netlist at 445.4 sq um
* Crit Path Max Fanout at 6
* Die y size at 80 um
* Max H-tree Level at 1
* WL final at 980 um
* Max-area cell share at 35.96%
* Chip Area, Yosys at 445.4 sq um
* Crit-path slowest cell: clkdlybuf4s50_1
* Clock skew at 0.2028 ps
* Grt total ovfl at 0
* First-pass GRT wire length at 1.600 mm
* Root buffer cell: clkbuf_4
* RSZ-0062 raised after global routing: false
==> routing by layer <==
| layer | part of all wire [%] | up-vias |
|---|---|---|
| met1 | 51 | 174 |
| met3 | 15 | 0 |
| li1 | - | 191 |
| met2 | 34 | 12 |
| met4 | 0 | 0 |
| met5 | 0 | - |
==> where the power goes <==
| part | leakage, nW | switching [mW] | internal, mW | total [mW] |
|---|---|---|---|---|
| Combinational | 0.157 | 0.0137 | 0.0167 | 0.0304 |
| Clock | 0.0138 | 0.0414 | 0.0548 | 0.0961 |
| Sequential | 0.0648 | 0.00570 | 0.131 | 0.137 |
==> cells in the final DEF, fill, tap and decap left out <==
cell and instances:
dfxtp_1 8, nor2_1 4, clkbuf_4 3, and3_1 1, o22ai_1 1, nand2b_1 3, xor2_1 2, a31oi_1 1
nand4_1 2, clkdlybuf4s50_1 10, a21oi_1 2, o21ai_1 1, o32ai_1 1, inv_1 5, ha_1 5, xnor2_1 1
mux2i_1 1, nor2b_1 1, nand3b_1 1, o21ai_0 2, or3b_1 1, nand4b_4 1, nand2_1 4
==> kinds of logic after synthesis <==
| kind of cell | synth area share, % |
|---|---|
| xor gates and xnor gates | 5.900 |
| buffers and inverters | 5.900 |
| DFF | 35.95 |
| muxes | 2.247 |
| AOI/OAI and AO/OA | 10.39 |
| adders and majority gates | 14.04 |
| and+or+nand+nor | 25.56 |
==> how the worst min path moves through the flow <==
stage,endpoint,slack (ps),depth (start not counted)
after CTS,maqs_incrementaminuto$_SDFFE_PN0P_,480,2
after global routing,maqs_incrementaminuto$_SDFFE_PN0P_,500,2
final,maqs_incrementaminuto$_SDFFE_PN0P_,480,2
==> stage by stage <==
| stage | hold WS (ps) | cells | power (mW) |
|---|---|---|---|
| 2_1_floorplan | 432.9 | 49 | 0.1554 |
| 3_3_place_gp | 478.6 | 104 | 0.1701 |
| 3_5_place_dp | 472.8 | 104 | 0.1698 |
| 4_1_cts | 480.2 | 107 | 0.2678 |
| 5_1_grt | 495.9 | 107 | 0.2772 |
| 6_report | 484.0 | 107 | 0.2635 |
==> registers in the layout, indices dropped and copies added, names as in the netlist <==
signal                 count
maqs_lsd                   4
maqs_msd                   3
maqs_incrementaminuto      1
==> layout make-up <==
type	count	area (sq um)
flip-flops and latches	8	160.2
repair buffers	10	100.1
clock buffers	3	22.52
fillers	388	2798
inverters	5	18.77
multi-input cells	35	259.0
well taps	46	57.56
==> synthesized netlist by cell type (all sizes together) (2+ instances only) <==
master  count
a21oi       2
dfxtp       8
ha          5
inv         5
nand2       4
nand2b      3
nand4       2
nor2        4
o21ai       3
xor2        2
Power is estimated from default activity; no workload was simulated.
